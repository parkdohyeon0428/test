## run.sh

```bash
#!/bin/bash
# OpenROAD 26Q1-2900-gdf79404cd8, Yosys 0.63+post, stock flow scripts
make -C /OpenROAD-flow-scripts/flow DESIGN_CONFIG=/design/flow/config.mk WORK_HOME=/design/flow/orfs finish
```

## config.mk

```make
export PLATFORM = sky130hd
export DESIGN_NAME = dnt11_controller
export DESIGN_NICKNAME = dnt11_controller
export VERILOG_FILES = /design/flow/design.v
export SDC_FILE = /design/flow/constraint.sdc
export NUM_CORES = 4
export LEC_CHECK = 1
export CORE_UTILIZATION = 40
```

## constraint.sdc

```tcl
current_design dnt11_controller

set clk_period 5.7
set clk_io_pct 0.2

create_clock -name clk0 -period $clk_period [get_ports {clk}]

set non_clock_inputs [all_inputs -no_clocks]
set_input_delay [expr $clk_period * $clk_io_pct] -clock clk0 $non_clock_inputs
set_output_delay [expr $clk_period * $clk_io_pct] -clock clk0 [all_outputs]
```

## design.v

```verilog
`timescale 1ns / 1ps
module Top_DHT11 (
    input clk,
    input reset,
    input btn_start,
    inout dht_io,
    output [4:0] led,
    output [7:0] seg,
    output [3:0] seg_comm
);
    wire w_tick_1us, w_btn_start;
    wire [7:0] w_humi, w_temp;
    tick_gen_1us U_TICk_GEN (
        .clk(clk),
        .rst(reset),
        .baud_tick(w_tick_1us)
    );
    btn_debounce U_btn (
        .clk  (clk),
        .reset(reset),
        .i_btn(btn_start),
        .o_btn(w_btn_start)
    );
    dnt11_controller U_DNT_CTRL (
        .clk(clk),
        .reset(reset),
        .tick_gen_1us(w_tick_1us),
        .btn_start(w_btn_start),
        .dht_io(dht_io),
        .led(led),
        .humi(w_humi),
        .temp(w_temp)
    );
    fnd_controller U_FND (
        .clk(clk),
        .reset(reset),
        .bcd({w_humi, w_temp}),
        .seg(seg),
        .seg_comm(seg_comm)
    );
endmodule
module dnt11_controller (
    input            clk,
    input            reset,
    input            tick_gen_1us,   
    input            btn_start,      
    inout            dht_io,         
    output     [4:0] led,
    output reg [7:0] humi,           
    output reg [7:0] temp            
);
    parameter START_CNT = 18000, WAIT_CNT = 30;  
    localparam IDLE = 4'b0000, START = 4'b0001, WAIT = 4'b0010, SYNC_HIGH = 4'b1000, DATA_SYNC = 4'b0011,
               SYNC_LOW = 4'b0100, DATA_DC = 4'b0111, STOP = 4'b1111;
    reg [3:0] state, next;
    reg [14:0]
        tick_count_reg, tick_count_next;   
    reg io_oe_reg, io_oe_next;   
    reg dht_io_reg, dht_io_next;   
    reg [5:0] data_count_reg, data_count_next;
    reg [39:0] data_reg, data_next;   
    reg [7:0] humi_next, temp_next;
    reg led_reg, led_next;
    assign led = {state, led_reg};
    assign dht_io = (io_oe_reg) ? dht_io_reg : 1'bz;
    always @(posedge clk, posedge reset) begin
        if (reset) begin
            state <= 0;
            tick_count_reg <= 0;
            data_reg <= 0;
            data_count_reg <= 0;
            io_oe_reg <= 0;
            humi <= 0;
            temp <= 0;
            led_reg <= 0;
            dht_io_reg <= 1;   
        end else begin
            state <= next;
            tick_count_reg <= tick_count_next;
            data_reg <= data_next;
            data_count_reg <= data_count_next;
            led_reg <= led_next;
            io_oe_reg <= io_oe_next;
            dht_io_reg <= dht_io_next;
            humi <= humi_next;
            temp <= temp_next;
        end
    end
    always @(*) begin
        next = state;
        tick_count_next = tick_count_reg;
        data_next = data_reg;
        data_count_next = data_count_reg;
        led_next = led_reg;
        dht_io_next = dht_io_reg;
        io_oe_next = io_oe_reg;
        humi_next = humi;
        temp_next = temp;
        case (state)
            IDLE: begin
                dht_io_next = 1'b1;
                io_oe_next  = 1'b1;
                if (btn_start == 1) next = START;
                tick_count_next = 0;
            end
            START: begin
                dht_io_next = 0;
                if (tick_gen_1us == 1) begin
                    if (tick_count_reg == START_CNT) begin
                        next = WAIT;
                        tick_count_next = 0;
                        dht_io_next = 1;
                    end else begin
                        tick_count_next = tick_count_reg + 1;
                    end
                end
            end
            WAIT: begin
                if (tick_gen_1us == 1) begin
                    if (tick_count_reg == WAIT_CNT) begin
                        io_oe_next = 1'b0;
                        tick_count_next = 0;
                        next = SYNC_LOW;
                    end else begin
                        tick_count_next = tick_count_reg + 1;
                    end
                end 
            end
            SYNC_LOW: begin
                io_oe_next = 1'b0;
                if (dht_io == 1) begin
                    next = SYNC_HIGH;
                end
            end
            SYNC_HIGH: begin
                if (dht_io == 0) begin
                    next = DATA_SYNC;
                end
            end
            DATA_SYNC: begin
                if (data_count_reg == 40) begin
                    data_count_next = 0;
                    io_oe_next = 1'b1;
                    next = STOP;
                end else if (dht_io == 1) begin
                    next = DATA_DC;
                end
            end
            DATA_DC: begin
                if (tick_gen_1us == 1) begin
                    tick_count_next = tick_count_reg + 1;
                end
                if (dht_io == 0) begin
                    if (tick_count_reg < 45) begin
                        data_next [39-data_count_next] = 1'b0;
                        data_count_next = data_count_reg + 1;
                        tick_count_next = 0;
                        next = DATA_SYNC;
                    end else begin
                        data_next [39-data_count_next] = 1'b1;
                        data_count_next = data_count_reg + 1;
                        tick_count_next = 0;
                        next = DATA_SYNC;
                    end
                end
            end
            STOP: begin
                io_oe_next = 1;
                if (tick_gen_1us == 1) begin
                    tick_count_next = tick_count_reg + 1;
                end
                if (tick_count_next == 50) begin
                    if (data_reg[39:32] + data_reg[31:24] + data_reg[23:16] + data_reg[15:8] != data_reg[7:0]) begin
                    led_next = 1;
                    end
                end
                    humi_next = data_reg[39:32];
                    temp_next = data_reg[23:16];
                    tick_count_next = 0;
                    next = IDLE;
        end
        endcase
    end
endmodule
module tick_gen_1us (
    input  clk,        
    input  rst,        
    output baud_tick   
);
    localparam BAUD_COUNT = 1000;   
    reg [$clog2(BAUD_COUNT)-1:0]
        count_reg, count_next;   
    reg tick_reg, tick_next;   
    assign baud_tick = tick_reg;   
    always @(posedge clk, posedge rst) begin
        if (rst == 1) begin
            count_reg <= 0;
            tick_reg  <= 0;
        end else begin
            count_reg <= count_next;
            tick_reg  <= tick_next;
        end
    end
    always @(*) begin
        count_next = count_reg;
        tick_next  = 0;
        if (count_reg == BAUD_COUNT - 1) begin
            count_next = 0;
            tick_next  = 1'b1;   
        end else begin
            count_next = count_reg + 1;
            tick_next  = 1'b0;
        end
    end
endmodule
```

==> run_results.csv <==
group,metric,value,unit
run_status,status,"aborted with a tool error",
run_status,haltStage,"clock tree synthesis (4_1_cts)",
run_status,error,"[error] [KeplerFormal.cpp:679] Workflow failed: Iso has multiple drivers: .dht_io0, dht_io$_DFFE_PP1P_.Q0",
logic_synthesis,synthSimpleGateAreaFrac,21.6,%
logic_synthesis,ys_sh_adder,10.3,%
logic_synthesis,synth-xor-area-share,4.64,%
logic_synthesis,synth-edff-count,0,
clock_tree,postCtsSetupRepairBufs,0,
floorplanning,io_pins,26,
logic_synthesis,synthArstFlopShare,100,%
logic_synthesis,yosys_area,0.00564,sq mm
logic_synthesis,yosys.area.top_type,"dfrtp_1",
logic_synthesis,synthTopLogicFamily,"simple AND/OR/NAND/NOR gates",
logic_synthesis,synthTopCellsByCount,"dfrtp_1, nand2_1, mux2_2, a21oi_1, clkbuf_1",
placed_design,dp_hpwl,8.72,mm
placed_design,globalplace.congestion,0.889,
floorplanning,row_count,43,
logic_synthesis,ys_cells,567,
floorplanning,die_h,121,um
clock_tree,clock_sinks,83,
clock_tree,cts_hold_buf,0,
logic_synthesis,ys_seq_elements,83,
logic_synthesis,netlist_area,0.00564,sq mm
logic_synthesis,synthDistinctLibCells,70,
clock_tree,cts_root_buf,"clkbuf_16",
logic_synthesis,synthFlopType,"dfrtp_1",
clock_tree,h-tree-depth,3,
logic_synthesis,synthAoiAreaFrac,10.6,%
logic_synthesis,synth_cells,567,
placed_design,portBuffers,24,
logic_synthesis,mux_area_share,11.9,%
logic_synthesis,synthTopCellsByArea,"dfrtp_1, mux2_2, ha_1",
clock_tree,cts_resized,0,
placed_design,place_ws,1240,ps
clock_tree,cts_buffers,9,
logic_synthesis,yosysTopAreaCellShare,36.4,%
logic_synthesis,postSynthSeqShare,36.9,%
floorplanning,initial_core_util,40.8,%
logic_synthesis,avgSynthCellArea,9.94,sq um
floorplanning,die_x,121,um
clock_tree,clock_path_buffers,2,
logic_synthesis,synth_top_cell_by_count,"dfrtp_1",
logic_synthesis,yosysWarnings,2,
==> stage by stage <==
step           std cells  instance area [sq um]  utilization, %  hold WS [ps]
2_1_floorplan        567                   5640               -           454
3_3_place_gp         739                   5980            43.2           488
3_5_place_dp         739                   5980            43.2           495
==> cells by family after synthesis <==
| family | count (synthesis) |
|---|---|
| buf+inv | 53 |
| flops | 83 |
| xor+xnor | 29 |
| mux | 60 |
| simple gates | 213 |
| fa+ha+maj | 38 |
| compound gates | 91 |
