**/design/flow/config.mk**
```make
export PLATFORM = sky130hd
export DESIGN_NAME = uart_clock
export DESIGN_NICKNAME = uart_clock
export VERILOG_FILES = /design/flow/design.v
export SDC_FILE = /design/flow/constraint.sdc
export NUM_CORES = 4
export LEC_CHECK = 1
export CORE_UTILIZATION = 40
```
**/design/flow/constraint.sdc**
```tcl
current_design uart_clock

set clk_period 3.0
set clk_io_pct 0.2

create_clock -name clk0 -period $clk_period [get_ports {clk}]

set non_clock_inputs [all_inputs -no_clocks]
set_input_delay [expr $clk_period * $clk_io_pct] -clock clk0 $non_clock_inputs
set_output_delay [expr $clk_period * $clk_io_pct] -clock clk0 [all_outputs]
```
**/design/flow/design.v**
```verilog
`timescale 1ns / 1ps
module uart_clock (
    input reset,
    input clk,
    input finish_tick,
    input start_trigger,
    output tx,
    input [15:0] sensor_data,
    input rx
);
    wire [7:0] w_o_data;
    wire [7:0] w_o_data10;
    wire [7:0] w_o_data100;
    wire [7:0] w_o_data1000;
    wire [7:0] w_data, w_data2, w_data3;
    fifo utx2 (
        .clk(clk),
        .reset(reset),
        .wdata(w_data),
        .wr(w_tx_start),
        .rd(~tx_done & ~w_empty2),
        .rdata(w_data2),
        .empty(w_empty2),
        .full(w_full)
    );
    tick_9600hz utick9600hz2 (
        .clk  (clk),
        .reset(reset),
        .tick (w_tick)
    );
    uart_tx u_uart_tx2 (
        .clk(clk),
        .reset(reset),
        .tick(w_tick),
        .data_in(w_data3),
        .start_trigger(~w_empty2 & ~tx_done),
        .o_tx(tx),
        .tx_done(tx_done)
    );
    clock_tx_control uclock_Tx (
        .o_data(w_o_data),
        .o_data10(w_o_data10),
        .o_data100(w_o_data100),
        .o_data1000(w_o_data1000),
        .clk(clk),
        .reset(reset),
        .tx_start(w_tx_start),
        .finish_tick(finish_tick),
        .start_trigger(start_trigger),
        .data(w_data),
        .w_empty2(w_empty2)
    );
    data_save d_save2 (
        .clk(clk),
        .reset(reset),
        .rd(~tx_done & ~w_empty2),
        .data_in(w_data2),
        .data_out(w_data3)
    );
    bit_asci u_bit (
        .data(sensor_data),
        .o_data(w_o_data),
        .o_data10(w_o_data10),
        .o_data100(w_o_data100),
        .o_data1000(w_o_data1000)
    );
endmodule
module transasci (
    input [7:0] rx_data,
    input clk,
    input rx_done,
    input reset,
    output btn
);
    reg btn_reg, btn_next;
    assign btn = btn_reg;
    always @(posedge clk, posedge reset) begin
        if (reset) begin
            btn_reg <= 0;
        end else begin
            btn_reg <= btn_next;
        end
    end
    always @(*) begin
        btn_next = 1'b0;
        if (rx_done == 1) begin
            case (rx_data)
                "m": btn_next = 1'b1;
            endcase
        end
    end
endmodule
module clock_tx_control (
    input [7:0] o_data,
    input [7:0] o_data10,
    input [7:0] o_data100,
    input [7:0] o_data1000,
    input finish_tick,
    input start_trigger,
    input w_empty2,
    input clk,
    input reset,
    output tx_start,
    output [7:0] data
);
    parameter
    IDLE   = 5'b00000,
    DATA   = 5'b00001,
    DATA2  = 5'b00010,
    DATA3  = 5'b00011,
    DATA4  = 5'b00100,
    DATA5  = 5'b00101,
    DATA6  = 5'b00110,
    DATA7  = 5'b00111,
    DATA8  = 5'b01000,
    DATA9  = 5'b01001,
    DATA10 = 5'b01010,
    DATA11 = 5'b01011,
    DATA12 = 5'b01100,
    DATA13 = 5'b01101,
    DATA14 = 5'b01110,
    DATA15 = 5'b01111,
    DATA16 = 5'b10000,
    DATA17 = 5'b10001,
    DATA18 = 5'b10010,
    DATA19 = 5'b10011,
    DATA20 = 5'b10100,
    DATA21 = 5'b10101,
    DATA22 = 5'b10110,
    DATA23 = 5'b10111,
    DATA24 = 5'b11000,
    DATA25 = 5'b11001,
    SPACE  = 5'b11010,
    WAIT   = 5'b11011;
    reg start, start_next;
    reg [3:0] data_count, data_count_next;
    reg [4:0] state, next;
    reg [7:0] data_reg, data_next;
    assign tx_start = start;
    assign data = data_reg;
    always @(posedge clk, posedge reset) begin
        if (reset) begin
            state <= 0;
            start <= 0;
            data_reg <= 0;
            data_count <= 0;
        end else begin
            start <= start_next;
            state <= next;
            data_count <= data_count_next;
            data_reg <= data_next;
        end
    end
    always @(*) begin
        start_next = 0;
        next = state;
        data_next = data_reg;
        data_count_next = data_count;
        case (state)
            IDLE:
            if (finish_tick == 1) begin
                next = DATA;
            end
            DATA: begin
                start_next = 1;
                data_next = "t";
                next = DATA2;
            end
            DATA2: begin
                start_next = 1;
                data_next = "e";
                next = DATA3;
            end
            DATA3: begin
                start_next = 1;
                data_next = "m";
                next = DATA4;
            end
            DATA4: begin
                start_next = 1;
                data_next = "p";
                next = DATA5;
            end
            DATA5: begin
                start_next = 1;
                data_next = ":";
                next = DATA6;
            end
            DATA6: begin
                start_next = 1;
                data_next = o_data1000;
                next = DATA7;
            end
            DATA7: begin
                start_next = 1;
                data_next = o_data100;
                next = DATA8;
            end
            DATA8: begin
                start_next = 1;
                data_next = "h";
                next = DATA9;
            end
            DATA9: begin
                start_next = 1;
                data_next = "u";
                next = DATA10;
            end
            DATA10: begin
                start_next = 1;
                data_next = "m";
                next = DATA11;
            end
            DATA11: begin
                start_next = 1;
                data_next = ":";
                next = DATA12;
            end
            DATA12: begin
                start_next = 1;
                data_next = o_data10;
                next = DATA13;
            end
            DATA13: begin
                start_next = 1;
                data_next = o_data;
                next = SPACE;
            end
            SPACE: begin
                start_next = 1;
                data_next = "\n";
                next = WAIT;
            end
            WAIT: begin
                if (start_trigger == 1) begin
                    next = IDLE;
                end
            end
        endcase
    end
endmodule
module bit_asci (
    input [15:0] data,
    output reg [7:0] o_data,
    o_data10,
    o_data100,
    o_data1000
);
    reg [7:0] data0, data10, data100, data1000;
    always @(*) begin
        data0 = data[15:8] % 10;
        data10 = data[15:8] / 10 % 10;
        data100 = data[7:0] % 10;
        data1000 = data[7:0] / 10 % 10;
        case (data0)
            0: o_data = "0";
            1: o_data = "1";
            2: o_data = "2";
            3: o_data = "3";
            4: o_data = "4";
            5: o_data = "5";
            6: o_data = "6";
            7: o_data = "7";
            8: o_data = "8";
            9: o_data = "9";
            default: o_data = "0";
        endcase
        case (data10)
            0: o_data10 = "0";
            1: o_data10 = "1";
            2: o_data10 = "2";
            3: o_data10 = "3";
            4: o_data10 = "4";
            5: o_data10 = "5";
            6: o_data10 = "6";
            7: o_data10 = "7";
            8: o_data10 = "8";
            9: o_data10 = "9";
            default: o_data10 = "0";
        endcase
        case (data100)
            0: o_data100 = "0";
            1: o_data100 = "1";
            2: o_data100 = "2";
            3: o_data100 = "3";
            4: o_data100 = "4";
            5: o_data100 = "5";
            6: o_data100 = "6";
            7: o_data100 = "7";
            8: o_data100 = "8";
            9: o_data100 = "9";
            default: o_data100 = "0";
        endcase
        case (data1000)
            0: o_data1000 = "0";
            1: o_data1000 = "1";
            2: o_data1000 = "2";
            3: o_data1000 = "3";
            4: o_data1000 = "4";
            5: o_data1000 = "5";
            6: o_data1000 = "6";
            7: o_data1000 = "7";
            8: o_data1000 = "8";
            9: o_data1000 = "9";
            default: o_data1000 = "0";
        endcase
    end
endmodule
module tick_9600hz (
    input  clk,
    input  reset,
    output tick
);
    parameter BAUD_RATE = 9600;
    localparam BAUD_COUNT = (100_000_000 / BAUD_RATE) / 16;
    reg [$clog2(BAUD_COUNT)-1:0] count_reg, count_next;
    reg tick_reg, tick_next;
    assign tick = tick_reg;
    always @(posedge clk, posedge reset) begin
        if (reset == 1) begin
            count_reg <= 0;
            tick_reg  <= 0;
        end else begin
            count_reg <= count_next;
            tick_reg  <= tick_next;
        end
    end
    always @(*) begin
        count_next = count_reg;
        tick_next  = tick_reg;
        if (count_reg == BAUD_COUNT - 1) begin
            count_next = 0;
            tick_next  = 1'b1;
        end else begin
            count_next = count_reg + 1;
            tick_next  = 1'b0;
        end
    end
endmodule
module fifo (
    input clk,
    input reset,
    input [7:0] wdata,
    input wr,
    input rd,
    output [7:0] rdata,
    output empty,
    output full
);
    wire [3:0] w_waddr, w_raddr;
    register_file uregister (
        .clk(clk),
        .waddr(w_waddr),
        .wdata(wdata),
        .raddr(w_raddr),
        .wr({~full & wr}),
        .rdata(rdata)
    );
    fifo_cu ufifo_cu (
        .clk(clk),
        .reset(reset),
        .wr(wr),
        .rd(rd),
        .waddr(w_waddr),
        .raddr(w_raddr),
        .full(full),
        .empty(empty)
    );
endmodule
module register_file (
    input clk,
    input [3:0] waddr,
    input [7:0] wdata,
    input [3:0] raddr,
    input wr,
    output [7:0] rdata
);
    reg [7:0] ram[0:2**4-1];
    assign rdata = ram[raddr];   
    always @(posedge clk) begin
        if (wr) begin
            ram[waddr] = wdata;
        end
    end
endmodule
module fifo_cu (
    input clk,
    input reset,
    input wr,
    input rd,
    output [3:0] waddr,
    output [3:0] raddr,
    output full,
    output empty
);
    reg full_reg, full_next, empty_reg, empty_next;
    reg [3:0] w_ptr, w_ptr_next, r_ptr, r_ptr_next;
    assign empty = empty_reg;
    assign full  = full_reg;
    assign waddr = w_ptr;
    assign raddr = r_ptr;
    always @(posedge clk, posedge reset) begin
        if (reset) begin
            w_ptr <= 0;
            r_ptr <= 0;
            full_reg <= 0;
            empty_reg <= 1;
        end else begin
            full_reg <= full_next;
            empty_reg <= empty_next;
            w_ptr <= w_ptr_next;
            r_ptr <= r_ptr_next;
        end
    end
    always @(*) begin
        full_next  = full_reg;
        empty_next = empty_reg;
        w_ptr_next = w_ptr;
        r_ptr_next = r_ptr;
        case ({
            wr, rd
        })   
            2'b01: begin
                if (empty_reg == 0) begin
                    r_ptr_next = r_ptr + 1;
                    full_next  = 1'b0;
                    if (w_ptr_next == r_ptr_next) begin
                        empty_next = 1'b1;
                    end
                end
            end
            2'b10: begin
                if (full_reg == 0) begin
                    w_ptr_next = w_ptr + 1;
                    empty_next = 1'b0;
                    if (w_ptr_next == r_ptr_next) begin
                        full_next = 1'b1;
                    end
                end
            end
            2'b11: begin
                if(empty_reg == 1'b1) begin  
                    w_ptr_next = w_ptr + 1;
                    empty_next = 1'b0;
                end else if (full_reg == 1'b1) begin
                    r_ptr_next = r_ptr + 1;
                    full_next  = 1'b0;
                end else begin
                    r_ptr_next = r_ptr + 1;
                    w_ptr_next = w_ptr + 1;
                end
            end
        endcase
    end
endmodule
module data_save (
    input clk,
    input reset,
    input rd,
    input [7:0] data_in,
    output [7:0] data_out
);
    reg [7:0] data_reg, data_next;
    assign data_out = data_reg;
    always @(posedge clk) begin
        if (reset) begin
            data_reg <= 0;
        end else begin
            data_reg <= data_next;
        end
    end
    always @(*) begin
        data_next = data_reg;
        if (rd) begin
            data_next = data_in;
        end
    end
endmodule
module uart_tx (
    input clk,
    input reset,
    input tick,
    input [7:0] data_in,
    input start_trigger,
    output o_tx,
    output tx_done
);
    parameter R_IDLE = 4'h0, START = 4'h1, DATA_STATE = 4'h2, STOP = 4'h3;
    reg [3:0] data_count, data_count_next;
    reg [3:0] state, next;
    reg [3:0] tick_count, tick_count_next;
    reg [7:0] temp_data_reg, temp_data_next;
    reg tx, tx_next;
    reg r_tx_done, r_tx_done_next;
    assign tx_done = r_tx_done;
    assign o_tx = tx;
    always @(posedge clk, posedge reset) begin
        if (reset) begin
            state <= 0;
            tx <= 1;
            r_tx_done <= 0;
            data_count <= 0;
            tick_count <= 0;
        end else begin
            state <= next;
            tx <= tx_next;
            r_tx_done <= r_tx_done_next;
            data_count <= data_count_next;
            tick_count <= tick_count_next;
        end
    end
    always @(*) begin
        next = state;
        tx_next = tx;
        r_tx_done_next = r_tx_done;
        data_count_next = data_count;
        tick_count_next = tick_count;
        case (state)
            R_IDLE: begin
                tx_next = 1'b1;
                r_tx_done_next = 0;
                tick_count_next = 0;
                if (start_trigger == 1) begin
                    next = START;
                    r_tx_done_next = 1;
                end
            end
            START: begin
                if (tick == 1) begin
                    if (tick_count == 15) begin
                        tx_next = 1'b0;
                        data_count_next = 0;
                        tick_count_next = 0;
                        next = DATA_STATE;
                    end else begin
                        tick_count_next = tick_count + 1;
                    end
                end
            end
            DATA_STATE: begin
                if (tick == 1) begin
                    if (tick_count == 15) begin
                        begin
                            tx_next = data_in[data_count];
                            data_count_next = data_count + 1;
                            tick_count_next = 0;
                            if (data_count_next == 8) begin
                                next = STOP;
                            end
                        end
                    end else begin
                        tick_count_next = tick_count + 1;
                    end
                end
            end
            STOP: begin
                if (tick == 1) begin
                    if (tick_count == 15) begin
                        data_count_next = 0;
                        tx_next = 1'b1;
                        tick_count_next = 0;
                        next = R_IDLE;
                    end else begin
                        tick_count_next = tick_count + 1;
                    end
                end
            end
        endcase
    end
endmodule
module uart_rx (
    input clk,
    input reset,
    input tick,
    input rx,
    output rx_done,
    output [7:0] o_data
);
    reg [7:0] data, data_next;
    reg [4:0] tick_count, tick_count_next;
    reg [1:0] state, next;
    reg r_rx_done, r_rx_done_next;
    reg [3:0] data_count, data_count_next;
    parameter R_IDLE = 4'h0, START = 4'h1, DATA_STATE = 4'h2, STOP = 4'h3;
    assign o_data  = data;
    assign rx_done = r_rx_done;
    assign o_data  = data;
    always @(posedge clk, posedge reset) begin
        if (reset) begin
            state <= 0;
            data <= 0;
            data_count <= 0;
            tick_count <= 0;
            r_rx_done <= 0;
        end else begin
            state <= next;
            r_rx_done <= r_rx_done_next;
            data_count <= data_count_next;
            tick_count <= tick_count_next;
            data <= data_next;
        end
    end
    always @(*) begin
        next = state;
        r_rx_done_next = 0;
        data_count_next = data_count;
        tick_count_next = tick_count;
        data_next = data;
        case (state)
            R_IDLE: begin
                if (rx == 0) begin
                    next = START;
                end
            end
            START: begin
                if (tick == 1) begin
                    tick_count_next = tick_count + 1;
                    if (tick_count_next == 8) begin
                        next = DATA_STATE;
                        tick_count_next = 0;
                    end
                end
            end
            DATA_STATE: begin
                if (tick == 1) begin
                    tick_count_next = tick_count + 1;
                    if (tick_count_next == 16) begin
                        data_next[data_count] = rx;
                        tick_count_next = 0;
                        data_count_next = data_count + 1;
                        if (data_count_next == 8) begin
                            data_count_next = 0;
                            tick_count_next = 0;
                            next = STOP;
                        end
                    end
                end
            end
            STOP: begin
                if (tick == 1) begin
                    tick_count_next = tick_count + 1;
                    if (tick_count_next == 24) begin
                        next = R_IDLE;
                        tick_count_next = 0;
                        r_rx_done_next = 1;
                    end
                end
            end  
        endcase
    end
endmodule
```
**/design/flow/run.sh**
```bash
#!/bin/bash
# OpenROAD 26Q1-2900-gdf79404cd8, Yosys 0.63+post, stock flow scripts
make -C /OpenROAD-flow-scripts/flow DESIGN_CONFIG=/design/flow/config.mk WORK_HOME=/design/flow/orfs finish
```
==> reports/metrics.yaml <==
leakage_nw: 4.749
cts_max_path_buffers: 2
cts_max_level: 4
setup_slack_ns: -0.7568
ys_cells: 830
detailroute.via_count: 7094
drt_iter0_drc: 331
grt.overflow.total: 0
insertedDiodeCount: 0
crit_required_ns: 3.28
worstSetupStartpointType: "primary input"
syn_inst: 830
antenna_found_initial: 0
critPathMaxFanout: 5
max-cap-violations: 0
yosys-stat-area_um2: 9568
p_per_area_nw_per_um2: 681.1
ys.flop_type: "edfxtp_1"
routed_via_density: 5.322
syn2layout_area_growth_pct: 29.15
yosys-top-cells-area: "edfxtp_1, dfrtp_1, mux4_2"
die_h_um: 156.7
path_clk_slew_ns: 0.06
gp_congestion: 0.8960
ys_warn_count: 12
tightest_slew_ns: 0.7805
grt_pass1_wl_mm: 35.62
fin_crit_sh_pct: 125.2
io_buffers: 20
fmax_ghz: 0.2662
setup_viol: 4
grt_pass1_vias: 7264
largest_register_ffs: 112
insertion_delay_ns: 0.41
fillers: 1960
rows: 56
clock_skew_ns: 0.006077
maxSlewViolCount: 0
arrival_ns: 4.04
synth_seq_share_pct: 52.10
top_cell_area_share_pct: 35.15
grt_usage_pct: 19.32
fp_util_pct: 40.76
root_buffer: "clkbuf_16"
post_drt_wl_per_cell_um: 16.29
place_ws_ns: -1.637
worstHoldPathType: "reg -> reg"
ys_seq_elements: 178
drive_gt1_share_pct: 33.63
violations: "negative setup slack"
wl_mm: 21.71
period_needed_ns: 3.757
ys_async_sr_fraction_pct: 33.15
first_pass_iters: 5
fp.coreArea_um2: 23470
dieArea_um2: 24540
hold_buffers: 0
vdd.ir_drop.worst_v: 0.0003983
warnings: 38
path_class: "in -> reg"
avgSynthCellArea_um2: 11.53
cts.sinks: 178
synth_area_um2: 9568
placed_cell_area_um2: 11340
numCtsBuffers: 17
largest_area_cell: "edfxtp_1"
relSlewSlack_pct: 47.77
postRouteAntennaNets: 0
finalInstanceArea_um2: 12360
grt_setup_unrepaired: "true"
hold_violations: 0
post-dp-hpwl_mm: 14.86
synthDistinctLibCells: 86
dieWidth_um: 156.7
endpoint_kind: "flop"
status: "complete, but fails checks"
edf_count: 112
post-route-drc-count: 0
grt_max_degree: 33
ios: 22
cts_tree: "built"
-- report_power, final --
| part | internal [W] | total, W | switching [W] |
|---|---|---|---|
| Sequential | 0.00309 | 0.00348 | 0.000393 |
| Combinational | 0.00141 | 0.00283 | 0.00142 |
| Clock | 0.00122 | 0.00210 | 0.000886 |
-- layout by cell type (no fill, tap or decap), types with 7 or more instances in the layout --
cell type / netlist / layout
a211oi_1: 12 / 7
a21o_1: 8 / 8
a21oi_1: 38 / 34
a31oi_1: 14 / 10
and2_1: 26 / 25
buf_4: 1 / 159
buf_6: 0 / 7
clkbuf_16: 0 / 17
clkdlybuf4s50_1: 0 / 11
dfrtp_1: 55 / 54
dfxtp_1: 7 / 7
edfxtp_1: 112 / 112
ha_1: 23 / 15
inv_1: 28 / 22
inv_2: 3 / 8
mux4_2: 36 / 36
nand2_1: 74 / 71
nand2b_1: 11 / 7
nand3_1: 22 / 19
nand4_1: 9 / 9
nor2_1: 58 / 53
nor2b_1: 13 / 9
nor3_1: 23 / 18
nor4_1: 9 / 8
o211ai_1: 10 / 10
o21ai_0: 35 / 27
o21ai_1: 3 / 7
or3_1: 9 / 7
xnor2_1: 25 / 24
xor2_1: 11 / 11
-- through the flow --
stage                     utilization (%)  setup TNS, ns  hold slack (ns)  instances  total power [W]
after floorplan                         -         -4.050           0.3464        830         0.005231
after global placement              48.32         -6.384           0.3657       1283         0.006187
after detailed placement            48.32         -6.492           0.3772       1283         0.006201
after CTS                           51.97         -2.924           0.3999       1329         0.008433
after global routing                52.64         -3.477           0.4066       1333         0.008847
final                               52.64         -2.830           0.3878       1333         0.008416
-- metal layers --
metal / vias up / GRT usage (%) / wire length [µm] / share of wire, %
li1: 3510 / - / - / -
met4: 0 / 2.474 / 208 / 0.96
met3: 16 / 5.668 / 1211 / 5.6
met1: 3391 / 27.94 / 9895 / 46
met5: - / 0 / 0 / 0
met2: 177 / 30.93 / 10390 / 48
-- synthesized netlist by cell type, types with 10 or more instances --
cell type and n:
a211oi_1 12, a21oi_1 38, a31oi_1 14, and2_1 26, clkbuf_1 23, dfrtp_1 55, edfxtp_1 112, ha_1 23
inv_1 28, mux4_2 36, nand2_1 74, nand2b_1 11, nand3_1 22, nor2_1 58, nor2b_1 13, nor3_1 23
o211ai_1 10, o21ai_0 35, xnor2_1 25, xor2_1 11
-- final cells by class --
type	count	area [µm²]	area share [%]
clock buffer	17	425.4	3.443
clock inverter	14	140.1	1.134
inverter	35	140.1	1.134
multi-input combinational	586	4816	38.97
sequential	178	4986	40.35
tap	319	399.1	3.230
timing repair buffer	184	1450	11.74
-- logic make-up (layout without fill, tap and decap cells) --
| family | Yosys count | after routing | synth area share [%] |
|---|---|---|---|
| and+or+nand+nor | 295 | 295 | 16.10 |
| buffers and inverters | 66 | 250 | 2.668 |
| DFF | 178 | 178 | 52.10 |
| AOI/OAI and AO/OA | 189 | 189 | 13.59 |
| xor gates and xnor gates | 36 | 36 | 3.295 |
| adders and majority gates | 26 | 26 | 3.335 |
| muxes | 40 | 40 | 8.919 |
-- timing repair --
| item | CTS | global route |
|---|---|---|
| resized | 75 | 28 |
| setup endpoints to repair | 4 | 4 |
| setup buffers | 14 | 4 |
| pin swaps | 47 | 14 |
| cloned | 1 | 0 |
-- path summary, 6_finish.rpt --
| kind | startpoint | to | slack, ns | cells after the start |
|---|---|---|---|---|
| max | sensor_data[13] | uclock_Tx.data_reg[0] | -0.76 | 21 |
| min | uclock_Tx.state[4] | uclock_Tx.state[12] | 0.39 | 0 |
| max reg2reg | uclock_Tx.state[5] | uclock_Tx.data_reg[3] | 0.71 | 6 |
| min reg2reg | uclock_Tx.state[4] | uclock_Tx.state[12] | 0.39 | 0 |
| max in group asynchronous | reset | uclock_Tx.data_reg[5] | 1.48 | 3 |
| min in group asynchronous | reset | utx2.ufifo_cu.r_ptr[1] | 0.81 | 2 |
-- worst max-delay path, stage by stage --
cell,delay [ns]
buf_6,0.10
nor2_4,0.10
inv_2,0.05
ha_4,0.31
nor2b_4,0.07
a2111oi_4,0.38
o21ai_2,0.09
or3_4,0.37
a21boi_2,0.15
and3_1,0.16
a31oi_2,0.16
nor3_2,0.06
a21oi_2,0.16
ha_2,0.22
a21oi_1,0.04
o21ai_1,0.07
a31o_2,0.12
a211oi_2,0.07
nor2b_1,0.14
o21a_1,0.09
or4_1,0.52
Power and IR drop assume default switching activity.
